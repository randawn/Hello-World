==> flow/design.v <==
module rps_dut(
    input r1, p1, s1,
    input r2, p2, s2,
    output reg [31:0] score1, score2,
    input go1, go2,
    input clk, rst,
    output reg dut_busy);
wire win1 = (r1 & s2) | (s1 & p2) | (p1 & r2);
wire win2 = (r2 & s1) | (s2 & p1) | (p2 & r1);
assign both_ready = go1 & go2;
reg [31:0] tie_score;
always @(posedge clk) begin
    if(!rst) begin
        dut_busy <= 0;
        score1 <= 0;
        score2 <= 0;
        tie_score <= 0;
    end else begin
        if (both_ready) begin
            dut_busy <= 1;
            if(win1)
                score1 <= score1 + 1;
            else if(win2)
                score2 <= score2 + 1;
            else
                tie_score <= tie_score + 1;
        end else begin
            dut_busy <= 0;
        end
    end
end
endmodule
==> flow/run.sh <==
#!/bin/bash
# OpenROAD 26Q1-2900-gdf79404cd8, Yosys 0.63+post, stock flow scripts
make -C /OpenROAD-flow-scripts/flow DESIGN_CONFIG=/design/flow/config.mk WORK_HOME=/design/flow/orfs finish
==> flow/config.mk <==
export PLATFORM = sky130hd
export DESIGN_NAME = rps_dut
export DESIGN_NICKNAME = rps_dut
export VERILOG_FILES = /design/flow/design.v
export SDC_FILE = /design/flow/constraint.sdc
export NUM_CORES = 4
export LEC_CHECK = 1
export CORE_UTILIZATION = 40
==> flow/constraint.sdc <==
current_design rps_dut

set clk_period 7.2
set clk_io_pct 0.2

create_clock -name clk0 -period $clk_period [get_ports {clk}]

set non_clock_inputs [all_inputs -no_clocks]
set_input_delay [expr $clk_period * $clk_io_pct] -clock clk0 $non_clock_inputs
set_output_delay [expr $clk_period * $clk_io_pct] -clock clk0 [all_outputs]
==> results.yml <==
# synthesis and place-and-route metrics
outcome:
  status: "finished clean"
flow_run:
  openroad.warnings: 25
  drv_cap: 0
route:
  diodes: 0
  vias: 3132
  ant_nets: 0
  dr.first_iter.drc_count: 114
  drtPass1Iterations: 4
  wire_per_inst_um: 14.21
  routed_wl_um: 7974
  drc: 0
  vias_per_cell: 5.583
synthesis:
  most_common_cell: "dfxtp_1"
  compound_area_share_pct: 13.77
  synth-edff-count: 0
  synth_cell_types: 34
  yosys_warnings: 2
  synth_top_flop_cell: "dfxtp_1"
  ys_area_um2: 3243
  top_cells_by_count: "65 x dfxtp_1, 36 x nand2_1, 34 x a21oi_1, 22 x nand4_1, 21 x or4_1"
  netlist_instances: 387
  numSynthFlops: 65
  syn_area_per_cell_um2: 8.380
  ys_sh_xor_pct: 2.971
  async_flop_share_pct: 0
  top_logic_kind: "simple AND/OR/NAND/NOR gates"
  ys_seq_share_pct: 40.12
  topCellsByArea: "dfxtp_1 40%, a21oi_1 5.2%, mux2i_1 5.2%"
  mux_area_share_pct: 5.247
  synth.top_cell.area_share_pct: 40.12
  synth-simple-area-share_pct: 33.33
  ys_cells: 387
  synth_top_cell_by_area: "dfxtp_1"
  adder_share_pct: 0.7716
  synth_area_um2: 3243
power:
  clockPowerShare_pct: 44.1
  p_leak_nw: 1.313
  pwr-share-seq_pct: 52.0
  p_sw_mw: 0.1547
  internal_power_mw: 0.5406
  power_mw: 0.6954
  ir_worst_vdd_mv: 0.1238
  pwr-share-comb_pct: 3.9
  power.density_nw_per_um2: 163.8
  swShare_pct: 22.25
worst_setup_path:
  crit_path_max_fanout: 33
  cp-endpoint: "score2[20]"
  critPathBufInv: 3
  crit_cells: 7
  reg2reg_to: "score1[19]"
  path_class: "input port to register"
  end_kind: "register"
  critPathTopFamily: "buffers and inverters"
  crit_chain: "clkdlybuf4s50_1 > a222oi_1 > buf_4 > nand3b_1 > buf_4 > or4_1 > a21oi_1"
  r2r_cells: 4
  cp-startpoint: "s2"
  arrival_ns: 3.51
  worst_setup_path_start_kind: "input port"
  r2r-start: "score1[4]"
  cp_common_cell: "buf_4"
  ff2ff_setup_slack_ns: 4.85
  slowest_stage: "or4_1"
  required_ns: 7.47
  slowest_delay_ns: 0.53
clock_tree:
  cts_buffers: 9
  cts.sinks: 65
  clock-root-buffer: "clkbuf_8"
  cts_resized: 0
  path_clk_slew_ns: 0.07
  clock_path_buffers: 2
  cts_tree: "built"
  postCtsSetupBuffers: 0
  holdBufCountCts: 0
  htree_levels: 3
  clock_latency_ns: 0.34
placement:
  io_buffer_count: 74
  dp_hpwl_um: 5325
  place_congestion: 0.8385
  dp_cells: 545
hold_path:
  min_path_type: "register to register"
  hp-start: "score2[31]"
cells_and_area:
  area_delta_synth_final_pct: 30.90
  fin_cells: 561
  finish.utilization_pct: 54.66
  layout-drive-gt1-share_pct: 4.357
timing:
  rsz0062_at_grt: "false"
  tightest_slew_ns: 0.8140
  min_period_over_period_pct: 44.91
  maxSlewViolCount: 0
  hold_viol: 0
  setup_viol: 0
  max_freq_mhz: 309.2
  min_period_ns: 3.234
  setup_tns_ns: 0
  relSlewSlack_pct: 45.23
  clock_skew_ns: 0.009291
global_route:
  grt_max_degree: 36
  grt_overflow: 0
  grt_pass1_vias: 2733
  use_met2_pct: 30.29
  grt_util_all_layers_pct: 19.37
  grt_pass1_wl_um: 13080
  grt_util_met1_pct: 28.97
  antenna_found_initial: 0
  grt_util_met3_pct: 4.810
  grt_busiest_layer: "met2"
floorplan:
  fp_util_pct: 41.75
  die_x_um: 92.05
  ios: 75
  fp.dieH_um: 92.05
  core_um2: 7767
  row_count: 32
  dieArea_um2: 8472
-- worst min path at each step --
| stage | end | slack (ns) | depth (start not counted) |
|---|---|---|---|
| global route | score2[31] | 0.48 | 2 |
| CTS | score2[31] | 0.48 | 2 |
| finish | score2[31] | 0.47 | 2 |
-- sequential cells by signal (all words and copies together), names as in the netlist --
register  cells
dut_busy      1
score1       32
score2       32
-- per-stage QoR --
stage	hold slack [ns]	worst slack [ns]	cell area, um^2
5_1_grt	0.4841	3.863	4245
3_3_place_gp	0.4566	3.645	4056
6_report	0.4725	3.966	4245
4_1_cts	0.4755	3.983	4245
2_1_floorplan	0.4296	4.070	3243
3_5_place_dp	0.4642	3.648	4056
-- worst register-to-register path, delay by kind of cell (launching register included) --
family / cells / cell delay [ns]
and+or+nand+nor: 3 / 1.70
DFF: 1 / 0.42
AOI/OAI and AO/OA: 1 / 0.15
-- power groups by stage --
stage,Sequential (mW),Clock [mW],Combinational (mW)
6_report,0.362,0.306,0.0273
4_1_cts,0.361,0.315,0.0274
5_1_grt,0.362,0.330,0.0298
-- final cells by class --
| cell class | count | area, um^2 |
|---|---|---|
| fillers | 708 | 3522 |
| well taps | 102 | 127.6 |
| clock inverters | 3 | 40.04 |
| multi-input cells | 290 | 1819 |
| clock buffers | 13 | 148.9 |
| inverters | 10 | 37.54 |
| flip-flops and latches | 65 | 1301 |
| repair buffers | 78 | 770.7 |
-- layer usage --
layer  wire length, um  up-vias  part of all wire, %
met5                 0        -                    0
met4                78        0                 0.98
met3               460        6                  5.8
met2              3648       73                   46
met1              3785     1452                   47
li1                  -     1601                    -
-- kinds of logic (layout without fill, tap and decap cells) --
family	count (synthesis)	in the layout
DFF	65	65
adders and majority gates	2	2
buffers and inverters	32	104
and+or+nand+nor	186	186
xor gates and xnor gates	11	11
muxes	17	17
AOI/OAI and AO/OA	74	74
-- cells in the final DEF (no fill, tap or decap), types with 3 or more instances in the layout --
cell	instances
clkdlybuf4s50_1	74
and3_1	6
o31ai_1	20
clkbuf_1	3
nand2_1	36
nor4_1	16
or3_1	14
a21oi_1	34
xnor2_1	10
nor2_1	16
nand3_1	13
dfxtp_1	65
nor3_1	4
o21ai_0	13
clkbuf_8	10
or4_1	21
nand2b_1	14
inv_1	10
mux2i_1	17
and2_1	5
and4_1	9
nand4_1	22
buf_4	4
Power and IR drop assume default switching activity.
